File: flow/design.v
`timescale 1ns / 1ps
module uart_rx_path(
	input clk_i,
	input uart_rx_i,
	output [7:0] uart_rx_data_o,
	output uart_rx_done,
	output baud_bps_tb			 
    );
parameter [12:0] BAUD_DIV     = 13'd5208;    
parameter [12:0] BAUD_DIV_CAP = 13'd2604;    
reg [12:0] baud_div=0;				           
reg baud_bps=0;					               
reg bps_start=0;					           
always@(posedge clk_i)
begin
	if(baud_div==BAUD_DIV_CAP)	    	      
		begin
			baud_bps<=1'b1;
			baud_div<=baud_div+1'b1;
		end
	else if(baud_div<BAUD_DIV && bps_start)   
		begin
			baud_div<=baud_div+1'b1;
			baud_bps<=0;
		end
	else
		begin
			baud_bps<=0;
			baud_div<=0;
		end
end
reg [4:0] uart_rx_i_r=5'b11111;			     
always@(posedge clk_i)
begin
	uart_rx_i_r<={uart_rx_i_r[3:0],uart_rx_i};
end
wire uart_rx_int=uart_rx_i_r[4] | uart_rx_i_r[3] | uart_rx_i_r[2] | uart_rx_i_r[1] | uart_rx_i_r[0];
reg [3:0] bit_num=0;	       
reg uart_rx_done_r=0;	       
reg state=1'b0;
reg [7:0] uart_rx_data_o_r0=0; 
reg [7:0] uart_rx_data_o_r1=0; 
always@(posedge clk_i)
begin
	uart_rx_done_r<=1'b0;
	case(state)
		1'b0 : 
			if(!uart_rx_int) 
				begin
					bps_start<=1'b1;
					state<=1'b1;
				end
		1'b1 :			
			if(baud_bps)	 
				begin
					bit_num<=bit_num+1'b1;
					if(bit_num<4'd9)	 
						uart_rx_data_o_r0[bit_num-1]<=uart_rx_i;
				end
			else if(bit_num==4'd10)  
				begin
					bit_num<=0;
					uart_rx_done_r<=1'b1;
					uart_rx_data_o_r1<=uart_rx_data_o_r0;
					state<=1'b0; 
					bps_start<=0;
				end
		default:;
	endcase
end
assign baud_bps_tb=baud_bps; 
assign uart_rx_data_o=uart_rx_data_o_r1;		
assign uart_rx_done=uart_rx_done_r;
endmodule
File: flow/run.sh
#!/bin/bash
# OpenROAD 26Q1-2900-gdf79404cd8, Yosys 0.63+post, stock flow scripts
make -C /OpenROAD-flow-scripts/flow DESIGN_CONFIG=/design/flow/config.mk WORK_HOME=/design/flow/orfs finish
File: flow/config.mk
export PLATFORM = sky130hd
export DESIGN_NAME = uart_rx_path
export DESIGN_NICKNAME = uart_rx_path
export VERILOG_FILES = /design/flow/design.v
export SDC_FILE = /design/flow/constraint.sdc
export NUM_CORES = 4
export LEC_CHECK = 1
export CORE_UTILIZATION = 40
File: flow/constraint.sdc
current_design uart_rx_path

set clk_period 3.4
set clk_io_pct 0.2

create_clock -name clk0 -period $clk_period [get_ports {clk_i}]

set non_clock_inputs [all_inputs -no_clocks]
set_input_delay [expr $clk_period * $clk_io_pct] -clock clk0 $non_clock_inputs
set_output_delay [expr $clk_period * $clk_io_pct] -clock clk0 [all_outputs]
==> summary.log <==
qor: timing.max-slew-margin-rel 46.8%
qor: pwr.p_switching 0.000183 W
qor: pwr.static-leakage-power 0.935 nW
qor: synth.share_of_flip_flops_with_an_asynchronous_set_or_reset 0%
qor: pwr.power.combinational.fraction 1.8%
qor: synth.synth.ff_latch_count 42
qor: synth.syn-instance-count 202
qor: cts.cts_clk_pin_slew_worst_paths 0.08 ns
qor: detailed_routing.drc 0
qor: synth.synth.avg_cell_area 11.0 um2
qor: detailed_routing.initialDrtViolationCount 59
qor: synth.ys_area 2220 um2
qor: place.numPlacedInstances 288
qor: pwr.power_switching_share 19.5%
qor: timing.timing.final.crit_share 96.6%
qor: timing.final.hold.worst_slack 0.354 ns
qor: detailed_routing.antennaDiodeCount 0
qor: worst_setup_path.crit_required 3.45 ns
qor: cts.number_of_sinks_driven_by_the_clock_tree 42
qor: detailed_routing.vias 1561
qor: worst_setup_path.critical_path_peak_fanout 6
qor: detailed_routing.viasPerCell 5.27
qor: synth.syn-cell-area 2220 um2
qor: final_layout.register_area 1050 um2
qor: place.place_congestion 0.822
qor: timing.final_tally_of_setup_violations 0
qor: timing.final-hold-violation-count 0
qor: timing.rsz0062_at_grt yes
qor: pwr.ir_drop 130 uV
qor: synth.synth_stat.cells 202
qor: final_layout.design_area 2620 um2
qor: final_layout.final.fill_count 477
qor: worst_setup_path.timing.critical_path.slowest_stage_cell sky130_fd_sc_hd__or4b_4
qor: final_layout.flow.area_growth_from_synthesis 18.0%
qor: global_routing.first_pass_grt_wire_length 6800 um
qor: worst_setup_path.critical_path.cell_chain inv_1 > ha_2 > or2b_1 > or2_2 > ha_1 > or4b_4 > nor4_4 > o211ai_1 > mux2_1
qor: worst_setup_path.crit_arrival 3.33 ns
qor: pwr.power-per-cell-area 357 nW/um2
qor: floorplan.initial_core_util 42.4%
qor: worst_setup_path.critPathKind reg -> reg
qor: place.port_buffers 11
qor: job.stage_log_warnings 31
qor: synth.synth.yosys.warnings 1
qor: worst_setup_path.timing.critical_path.buf_inv 1
qor: floorplan.die_y 76.5 um
qor: final_layout.final_cell_count_no_fill 296
qor: pwr.cell_internal_pwr 0.000753 W
qor: global_routing.grt_start_max_net_pins 15
qor: floorplan.die_area 5860 um2
qor: cts.cts-buffers-inserted 5
qor: synth.netlist-cell-type-count 45
qor: global_routing.global_route_overflow 0
qor: synth.enable_flop_cells 21
qor: synth.dominantRegCellSynth sky130_fd_sc_hd__edfxtp_1
qor: floorplan.die.size.x 76.5 um
qor: cts.cts-root-to-sink-buffers 2
qor: pwr.pwr-share-clk 40.1%
qor: cts.clk-insertion-delay-late 0.29 ns
qor: floorplan.num_rows 26
qor: worst_setup_path.critical_path.max_stage_delay 0.59 ns
qor: global_routing.antenna_found_initial 0
qor: place.post_dp_cell_area 2470 um2
qor: detailed_routing.first_pass_iters 4
qor: place.hpwlAfterDp 2870 um
qor: timing.setup_tns 0 ns
qor: detailed_routing.routedWlPerCell 13.4 um
qor: pwr.pwr-share-seq 58.1%
qor: worst_setup_path.family_with_the_most_delay_on_the_worst_path simple AND/OR/NAND/NOR gates
qor: cts.tritoncts_clock_tree built
qor: cts.clock_tree.root_cell sky130_fd_sc_hd__clkbuf_8
qor: worst_setup_path.worst_setup_path_end_kind register
qor: final_layout.logic_area 1140 um2
qor: pwr.power 0.000936 W
qor: global_routing.globalRouteTotalUtil 15.0%
qor: timing.clock.fmax 305 MHz
qor: floorplan.placeableCoreArea 5240 um2
qor: cts.htree_num_levels 2
qor: timing.finalWorstPathRequiredPeriod 3.28 ns
qor: timing.fin_worst_skew 0.00467 ns
qor: synth.postSynthSeqShare 47.3%
qor: timing.maxSlewViolCount 0
qor: floorplan.ioPinCount 12
qor: detailed_routing.wirelength 3970 um
qor: global_routing.grt_pass1_vias 1400
qor: outcome.outcome complete, no violations
qor: detailed_routing.antenna_violating_nets_remaining 0
qor: final_layout.fraction_of_final_layout_cells_with_drive_strength_greater_than_1 16.8%
qor: timing.max_slew.worst_pin.slew 0.798 ns
qor: worst_setup_path.worst_setup_path_start_kind register
qor: hold_path.worst_hold_path_type reg -> reg
qor: job.maxCapViolations 0
-- path summary, 6_finish.rpt --
kind	slack, ns	startpoint	depth (start not counted)	end
worst max-delay path	0.12	bit_num[0]	9	uart_rx_data_o_r0[1]
worst min-delay path	0.35	uart_rx_i_r[2]	0	uart_rx_i_r[3]
worst max register to register	0.12	bit_num[0]	9	uart_rx_data_o_r0[1]
worst min register to register	0.35	uart_rx_i_r[2]	0	uart_rx_i_r[3]
-- layout make-up --
cell class	count	area share (%)
clock buffers	8	4.25
inverters	11	1.58
multi-input cells	143	43.4
flip-flops and latches	42	40.1
well taps	70	3.34
repair buffers	22	7.35
-- Yosys cell counts, types with 2 or more instances --
cell type | n | area (um2)
sky130_fd_sc_hd__a211o_1 | 2 | 17.5
sky130_fd_sc_hd__a21oi_1 | 18 | 90.1
sky130_fd_sc_hd__and2_1 | 5 | 31.3
sky130_fd_sc_hd__buf_2 | 2 | 10.0
sky130_fd_sc_hd__clkbuf_1 | 3 | 11.3
sky130_fd_sc_hd__dfxtp_1 | 21 | 420
sky130_fd_sc_hd__edfxtp_1 | 21 | 631
sky130_fd_sc_hd__ha_1 | 13 | 163
sky130_fd_sc_hd__inv_1 | 11 | 41.3
sky130_fd_sc_hd__mux2_1 | 7 | 78.8
sky130_fd_sc_hd__nand2_1 | 9 | 33.8
sky130_fd_sc_hd__nand3_1 | 6 | 30.0
sky130_fd_sc_hd__nand3b_1 | 5 | 37.5
sky130_fd_sc_hd__nand4_1 | 2 | 12.5
sky130_fd_sc_hd__nand4b_1 | 2 | 17.5
sky130_fd_sc_hd__nor2_1 | 9 | 33.8
sky130_fd_sc_hd__nor2b_1 | 2 | 12.5
sky130_fd_sc_hd__nor3_1 | 9 | 45.0
sky130_fd_sc_hd__nor4_1 | 4 | 25.0
sky130_fd_sc_hd__nor4_2 | 3 | 37.5
sky130_fd_sc_hd__nor4bb_1 | 2 | 20.0
sky130_fd_sc_hd__o2111ai_1 | 4 | 35.0
sky130_fd_sc_hd__o211ai_1 | 4 | 30.0
sky130_fd_sc_hd__o21ai_0 | 3 | 15.0
sky130_fd_sc_hd__or2_2 | 2 | 12.5
sky130_fd_sc_hd__or4b_2 | 2 | 20.0
sky130_fd_sc_hd__xnor2_1 | 11 | 96.3
sky130_fd_sc_hd__xor2_1 | 3 | 26.3
-- metal layers --
layer | share of wire [%] | GRT usage, %
met1 | 54 | 26.2
met4 | 1.3 | 1.73
met5 | 0 | 0
met2 | 42 | 21.2
met3 | 2.9 | 1.95
-- layout by cell type (no fill, tap or decap), types with 3 or more instances in the layout --
cell type / Yosys / layout
sky130_fd_sc_hd__dfxtp_1: 21 / 21
sky130_fd_sc_hd__edfxtp_1: 21 / 21
sky130_fd_sc_hd__a21oi_1: 18 / 17
sky130_fd_sc_hd__ha_1: 13 / 12
sky130_fd_sc_hd__inv_1: 11 / 11
sky130_fd_sc_hd__xnor2_1: 11 / 11
sky130_fd_sc_hd__clkdlybuf4s50_1: 0 / 11
sky130_fd_sc_hd__buf_4: 0 / 11
sky130_fd_sc_hd__nor2_1: 9 / 9
sky130_fd_sc_hd__nand2_1: 9 / 9
sky130_fd_sc_hd__nor3_1: 9 / 7
sky130_fd_sc_hd__mux2_1: 7 / 7
sky130_fd_sc_hd__nand3_1: 6 / 6
sky130_fd_sc_hd__clkbuf_8: 0 / 6
sky130_fd_sc_hd__and2_1: 5 / 5
sky130_fd_sc_hd__nand3b_1: 5 / 5
sky130_fd_sc_hd__o2111ai_1: 4 / 4
sky130_fd_sc_hd__o211ai_1: 4 / 4
sky130_fd_sc_hd__o21ai_0: 3 / 3
sky130_fd_sc_hd__nor4_1: 4 / 3
sky130_fd_sc_hd__xor2_1: 3 / 3
-- metrics by stage --
step	utilization (%)	worst slack, ns
after floorplan	-	0.00284
after global placement	47.2	0.0670
after detailed placement	47.2	0.0362
after CTS	49.3	0.0178
after global routing	50.0	0.00227
final	50.0	0.117
-- cells by family after synthesis --
| kind of cell | Yosys count | share of synthesized area, % |
|---|---|---|
| AOI/OAI and AO/OA | 37 | 11.3 |
| xor gates and xnor gates | 16 | 7.32 |
| adders and majority gates | 13 | 7.32 |
| buffers and inverters | 17 | 3.32 |
| DFF | 42 | 47.3 |
| muxes | 8 | 4.05 |
| and+or+nand+nor | 69 | 19.4 |
-- worst register-to-register path, stage by stage, from the launching register on --
cell                       delay (ns)
sky130_fd_sc_hd__edfxtp_1        0.39
sky130_fd_sc_hd__inv_1           0.10
sky130_fd_sc_hd__ha_2            0.23
sky130_fd_sc_hd__or2b_1          0.27
sky130_fd_sc_hd__or2_2           0.34
sky130_fd_sc_hd__ha_1            0.36
sky130_fd_sc_hd__or4b_4          0.59
sky130_fd_sc_hd__nor4_4          0.28
sky130_fd_sc_hd__o211ai_1        0.15
sky130_fd_sc_hd__mux2_1          0.33
-- state kept, by name, indices dropped and copies added (netlist names) --
name               flops
bps_start              1
uart_rx_done_r         1
baud_bps               1
bit_num                4
uart_rx_data_o_r1      8
uart_rx_i_r            5
state                  1
baud_div              13
uart_rx_data_o_r0      8
-- power by group through the flow --
| stage | combinational [W] | clock [W] | sequential (W) |
|---|---|---|---|
| 5_1_grt | 0.0000203 | 0.000407 | 0.000546 |
| 4_1_cts | 0.0000175 | 0.000387 | 0.000544 |
| 6_report | 0.0000173 | 0.000375 | 0.000544 |
-- what timing repair did --
action	in CTS	in global routing
endpoints found under the setup margin	0	7
hold buffers	0	0
gates resized	0	7
buffers inserted	0	0
Power figures rest on the tool's default switching activity, not on a simulated workload.
