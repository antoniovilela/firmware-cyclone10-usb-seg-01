`flow/run.sh`:
```
#!/bin/bash
# OpenROAD 26Q1-2900-gdf79404cd8, Yosys 0.63+post, stock flow scripts
make -C /OpenROAD-flow-scripts/flow DESIGN_CONFIG=/design/flow/config.mk WORK_HOME=/design/flow/orfs finish
```
`flow/config.mk`:
```
export PLATFORM = sky130hd
export DESIGN_NAME = uart_tx_path
export DESIGN_NICKNAME = uart_tx_path
export VERILOG_FILES = /design/flow/design.v
export SDC_FILE = /design/flow/constraint.sdc
export NUM_CORES = 4
export LEC_CHECK = 1
export CORE_UTILIZATION = 30
```
`flow/constraint.sdc`:
```
current_design uart_tx_path

set clk_period 3.4
set clk_io_pct 0.2

create_clock -name clk0 -period $clk_period [get_ports {clk_i}]

set non_clock_inputs [all_inputs -no_clocks]
set_input_delay [expr $clk_period * $clk_io_pct] -clock clk0 $non_clock_inputs
set_output_delay [expr $clk_period * $clk_io_pct] -clock clk0 [all_outputs]
```
`flow/design.v`:
```
`timescale 1ns / 1ps
module uart_tx_path(
	input clk_i,
	input [7:0] uart_tx_data_i,	          
	input uart_tx_en_i,			          
	output uart_tx_o
);
parameter BAUD_DIV     = 13'd5208;       
parameter BAUD_DIV_CAP = 13'd2604;       
reg [12:0] baud_div=0;			          
reg baud_bps=0;				              
(* MARKDEBUG = "TRUE" *)reg [9:0] send_data=10'b1111111111;      
(* MARKDEBUG = "TRUE" *)reg [3:0] bit_num=0;	                 
reg uart_send_flag=0;	                 
reg uart_tx_o_r=1;		                 
always@(posedge clk_i)
begin
	if(baud_div==BAUD_DIV_CAP)	         
		begin
			baud_bps<=1'b1;
			baud_div<=baud_div+1'b1;
		end
	else if(baud_div<BAUD_DIV && uart_send_flag) 
		begin
			baud_div<=baud_div+1'b1;
			baud_bps<=0;	
		end
	else
		begin
			baud_bps<=0;
			baud_div<=0;
		end
end
always@(posedge clk_i)
begin
	if(uart_tx_en_i)	 
		begin
			uart_send_flag<=1'b1;
			send_data<={1'b1,uart_tx_data_i,1'b0}; 
		end
	else if(bit_num==4'd10)	 
		begin
			uart_send_flag<=1'b0;
			send_data<=10'b1111_1111_11;
		end
end
always@(posedge clk_i)
begin
	if(uart_send_flag)	 
		begin
			if(baud_bps) 
				begin
					if(bit_num<=4'd9)
						begin
							uart_tx_o_r<=send_data[bit_num];	 
							bit_num<=bit_num+1'b1;
						end
				end
			else if(bit_num==4'd10)
				bit_num<=4'd0;
		end
	else
		begin
			uart_tx_o_r<=1'b1;	 
			bit_num<=0;
		end
end
assign uart_tx_o=uart_tx_o_r;
endmodule
```
==> results.cfg <==
; flow metrics
[run_status]
outcome = complete, no violations

[clocking]
cts_buffers = 5
cts_setup_buffers = 0
cts_tree = built
holdBufCountCts = 0
clock-sinks = 29
clockBufferDepth = 2
h-tree-depth = 2
clk_pin_slew_ns = 0.06
cts_resized = 0
root_buffer = clkbuf_8
clock_latency_ns = 0.28

[logic_synthesis]
ys_seq_frac = 0.467
numSynthFlops = 29
ys_area_sq_um = 1420
synthArstFlopShare = 0
avgSynthCellArea_sq_um = 9.97
synthCells = 142
yosysWarningCount = 1
edf_count = 8
ff_type = dfxtp_1
netlist_area_sq_um = 1420
yosys_cells = 142
synth_cell_types = 38

[cells_and_area]
lay_top_cells = 21 x dfxtp_1, 17 x nor2_1, 10 x inv_1, 10 x clkdlybuf4s50_1, 9 x a21o_1
stdcell_area_sq_um = 1630
syn2layout_area_growth_pct = 14.9
layout_top_cell = dfxtp_1
n_fill_cell = 441
fin_cells = 208
drive_gt1_frac = 0.0705

[critical_path]
critical_path_class = in2reg
crit_arrival_ns = 1.78
slowest_delay_ns = 0.71
start_kind = primary input
crit_chain = clkdlybuf4s50_1 -> nand2b_1
cp_max_fo = 12
cp_top_family = buffers and inverters
end_kind = register
critPathRequiredTime_ns = 3.34
crit_slowest_cell = clkdlybuf4s50_1
cp_num_buf_inv = 1

[sta]
setup_tns_ns = 0
grt_setup_unrepaired = no
worst_pin_slew_ns = 0.506
report.final.hold_viol_count = 0
max_freq_mhz = 544
finClkSkew_ns = 0.00670
maxSlewHeadroom = 0.661
period_needed_ns = 1.84
drv_slew = 0
finalClockPeriodUsage = 0.541
holdWs_ns = 0.458
setup_viol = 0

[global_route]
grt_pass1_vias = 1054
grt_max_degree = 14
grt_first_pass_wirelength_mm = 4.36
overflow = 0
antenna_found_initial = 0
grt_usage = 0.110

[route]
drtIter0Drc = 19
viasPerCell = 4.82
antennaDiodeCount = 0
via_count = 1003
dr.pass1.iters = 4
drc = 0
wl_per_cell_microns = 11.0
wirelength_mm = 2.28
ant_nets = 0

[pwr]
power_leakage_nw = 0.656
total_power_uw = 849
vdd_drop_max_uv = 435
powerDensity_nw_per_um2 = 522

[floorplan]
ioPinCount = 11
fp.dieW_microns = 70.7
die_area_sq_um = 5000
core_region_area_sq_um = 4440
die_h_microns = 70.7
rows = 24
fp_util = 0.318

[run]
drv_cap = 0
warning_count = 29

[placed_design]
dp_cells = 200
gp_congestion = 0.772
portBuffers = 10
hpwlAfterDp_mm = 1.64
dpl_cell_area_sq_um = 1540

[min_path]
hold_path_class = reg2reg
[metal layers]
metal / vias up / routed length (microns) / GRT usage
met3: 7 / 81 / 0.0318
met2: 9 / 1030 / 0.178
li1: 526 / - / -
met5: - / 0 / 0
met1: 461 / 1120 / 0.151
met4: 0 / 48 / 0.0178
[power by group]
group          total, mW  internal [mW]  switching (mW)
logic              0.124         0.0688          0.0555
clock network      0.263          0.141           0.122
registers          0.461          0.406          0.0551
total              0.849          0.616           0.233
[worst reg2reg max path, delay by kind of cell, from the launching register on]
| kind | cells | cell delay [ns] |
|---|---|---|
| simple gates | 2 | 0.44 |
| fa+ha+maj | 1 | 0.23 |
| buf+inv | 1 | 0.14 |
| compound gates | 1 | 0.21 |
| flops | 1 | 0.46 |
[cell type report]
class | instances | area (sq um) | share of cell area
flip-flops and latches | 29 | 661 | 0.406
well taps | 52 | 65.1 | 0.0400
repair buffers | 10 | 100 | 0.0616
multi-input cells | 99 | 679 | 0.418
clock buffers | 6 | 72.6 | 0.0446
clock inverters | 2 | 10.0 | 0.00616
inverters | 10 | 37.5 | 0.0231
[sequential cells by signal, summed over array words and instances, names as in the netlist]
register,count
baud_bps,1
baud_div,13
bit_num,4
send_data,9
uart_send_flag,1
uart_tx_o_r,1
[Yosys cell counts (2+ instances only)]
cell / n / share of area
dfxtp_1: 21 / 0.30
nor2_1: 17 / 0.045
inv_1: 10 / 0.027
a21o_1: 9 / 0.048
edfxtp_1: 8 / 0.17
ha_1: 6 / 0.053
mux2i_1: 6 / 0.042
nand2_1: 6 / 0.016
o21ai_0: 6 / 0.021
xnor2_1: 6 / 0.037
xor2_1: 5 / 0.031
nand3_1: 4 / 0.014
nor2b_1: 4 / 0.018
buf_6: 3 / 0.024
nand4_1: 3 / 0.013
nor3_1: 3 / 0.011
a21oi_1: 2 / 0.0071
and2_1: 2 / 0.0088
o21bai_1: 2 / 0.011
[metrics by stage]
step           setup WS (ns)   util
2_1_floorplan           1.94      -
3_3_place_gp            1.34  0.347
3_5_place_dp            1.30  0.347
4_1_cts                 1.60  0.366
5_1_grt                 1.50  0.366
6_report                1.56  0.366
[path summary, 6_finish.rpt]
check                     from           end  slack, ns  depth (start not counted)
hold / removal    send_data[0]  send_data[0]       0.46                          2
setup / recovery  uart_tx_en_i  send_data[7]       1.56                          2
hold reg to reg   send_data[0]  send_data[0]       0.46                          2
setup reg to reg    bit_num[0]  send_data[5]       1.68                          5
[logic make-up after synthesis]
logic type | after synthesis | synth area share
and+or+nand+nor | 47 | 0.174
AOI/OAI and AO/OA | 29 | 0.142
DFF | 29 | 0.467
buffers and inverters | 14 | 0.0530
xor gates and xnor gates | 11 | 0.0681
muxes | 6 | 0.0424
adders and majority gates | 6 | 0.0530
