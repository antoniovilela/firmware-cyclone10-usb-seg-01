File: flow/config.mk
export PLATFORM = sky130hd
export DESIGN_NAME = smg_interface
export DESIGN_NICKNAME = smg_interface
export VERILOG_FILES = /design/flow/design.v
export SDC_FILE = /design/flow/constraint.sdc
export NUM_CORES = 4
export LEC_CHECK = 1
export CORE_UTILIZATION = 30
File: flow/constraint.sdc
current_design smg_interface

set clk_period 2.3
set clk_io_pct 0.2

create_clock -name clk0 -period $clk_period [get_ports {CLK}]

set non_clock_inputs [all_inputs -no_clocks]
set_input_delay [expr $clk_period * $clk_io_pct] -clock clk0 $non_clock_inputs
set_output_delay [expr $clk_period * $clk_io_pct] -clock clk0 [all_outputs]
File: flow/design.v
module smg_control_module
(
    input CLK,
	 input RSTn,
	 input [11:0]Number_Sig,
	 output [3:0]Number_Data
);
	 parameter T1MS = 16'd49999;             
	  reg [15:0]C1;
	 always @ ( posedge CLK or negedge RSTn )
	     if( !RSTn )
		      C1 <= 16'd0;
		  else if( C1 == T1MS )
		      C1 <= 16'd0;
		  else
		      C1 <= C1 + 1'b1;
	 reg [3:0]i;
	 reg [3:0]rNumber;
	 always @ ( posedge CLK or negedge RSTn )
	     if( !RSTn )
		      begin
		          i <= 4'd0;
			    	 rNumber <= 4'd0;
				end
		  else 
		      case( i )
					 0:
					 if( C1 == T1MS ) i <= i + 1'b1;
					 else rNumber <= Number_Sig[3:0];
					 1:
					 if( C1 == T1MS ) i <= i + 1'b1;
					 else rNumber <= Number_Sig[7:4];
					 2:
					 if( C1 == T1MS ) i <= 4'd0;
					 else rNumber <= Number_Sig[11:8];
				endcase
	 assign Number_Data = rNumber;
endmodule
module smg_encode_module
(
	 input CLK,
	 input RSTn,
	 input [3:0]Number_Data,
	 output [7:0]SMG_Data
);
	 parameter _0 = 8'b1100_0000, _1 = 8'b1111_1001, _2 = 8'b1010_0100, 
	           _3 = 8'b1011_0000, _4 = 8'b1001_1001, _5 = 8'b1001_0010, 
				  _6 = 8'b1000_0010, _7 = 8'b1111_1000, _8 = 8'b1000_0000,
				  _9 = 8'b1001_0000;
	 reg [7:0]rSMG;
	 always @ ( posedge CLK or negedge RSTn )
	     if( !RSTn )
		      begin
				    rSMG <= 8'b1111_1111;
				end
        else 
		       case( Number_Data )
					  4'd0 : rSMG <= _0;
					  4'd1 : rSMG <= _1;
					  4'd2 : rSMG <= _2;
					  4'd3 : rSMG <= _3;
					  4'd4 : rSMG <= _4;
					  4'd5 : rSMG <= _5;
					  4'd6 : rSMG <= _6;
					  4'd7 : rSMG <= _7;
					  4'd8 : rSMG <= _8;
					  4'd9 : rSMG <= _9;
				 endcase
	 assign SMG_Data = rSMG;
endmodule
module smg_interface
(
    input CLK,
	 input RSTn,
	 input [11:0]Number_Sig,
	 output [7:0]SMG_Data,
	 output [2:0]Scan_Sig
);
	 wire [3:0]Number_Data;
	 smg_control_module U1
	 (
	    .CLK( CLK ),
		 .RSTn( RSTn ),
		 .Number_Sig( Number_Sig ),     
		 .Number_Data( Number_Data )    
	 );
    smg_encode_module U2
	 (
	     .CLK( CLK ),
		  .RSTn( RSTn ),
		  .Number_Data( Number_Data ),    
		  .SMG_Data( SMG_Data )           
	 );
	 smg_scan_module U3
	 (
	     .CLK( CLK ),
		  .RSTn( RSTn ),
		  .Scan_Sig( Scan_Sig )   
	 );
endmodule
module smg_scan_module
(
    input CLK, 
	 input RSTn, 
	 output [2:0]Scan_Sig
);
	 parameter T1MS = 16'd49999;
	 reg [15:0]C1;
	 always @ ( posedge CLK or negedge RSTn )
	     if( !RSTn )
		      C1 <= 16'd0;
		  else if( C1 == T1MS )
		      C1 <= 16'd0;
		  else
		      C1 <= C1 + 1'b1;
	 reg [3:0]i;
	 reg [2:0]rScan;
	 always @ ( posedge CLK or negedge RSTn )
	     if( !RSTn )
		      begin
		          i <= 4'd0;
		          rScan <= 3'b000;
			   end
		  else 
		      case( i )
					 0:
		          if( C1 == T1MS ) i <= i + 1'b1;
					 else rScan <= 3'b100;
					 1:
					 if( C1 == T1MS ) i <= i + 1'b1;
					 else rScan <= 3'b010;
					 2:
					 if( C1 == T1MS ) i <= 4'd0;
					 else rScan <= 3'b001;
				endcase
	 assign Scan_Sig = rScan;
endmodule
File: flow/run.sh
#!/bin/bash
# OpenROAD 26Q1-2900-gdf79404cd8, Yosys 0.63+post, stock flow scripts
make -C /OpenROAD-flow-scripts/flow DESIGN_CONFIG=/design/flow/config.mk WORK_HOME=/design/flow/orfs finish
==> run summary <==
Results of an implementation run.

The via density per instance is 4.98. At the placement stage, the worst setup path has a slack of 0.289 ns. The tally of max-capacitance violations is 0. The gate family responsible for the most delay along the worst path is simple AND/OR/NAND/NOR gates. For the pin with the worst max-slew slack, the measured transition is 0.667 ns. Buffers inserted during clock tree synthesis total 5.

The number of register bits inferred by synthesis is 54. Summing the sequential cell areas from Yosys gives 51.0% of the chip area. From synthesis to final layout, the design area changed by 16.1%.

In the global route stage, overall resource usage came out at 11.0%. The overall chip area is 9260 sq um. The leakage component of the power was reported as 1.36 nW.

In this run the count of I/O pins placed on the die edge is 25. The cell area that synthesis handed to floorplanning was 2670 sq um. At the worst endpoint, the required time is 2.50 ns.

The worst hold margin is 0.261 ns. For this design, the sink count on the clock tree is 54. The area after detailed placement is 2980 sq um. Fill cells in the final layout number 865. The library cells used most frequently in the layout, excluding fill and tap cells, are 47 x sky130_fd_sc_hd__dfrtp_1, 24 x sky130_fd_sc_hd__nor2_1, 23 x sky130_fd_sc_hd__nand2_1. Counting flops with an async set or reset pin after synthesis yields a share of 100%. The post-route cell area is 3090 sq um. During synthesis, Yosys emitted a total of 3 warnings. Detailed placement finished with a half-perimeter wire length of 3160 um. Per STA, the worst path is made up of or4b_4 -> nor4_4 -> buf_4 -> o21ai_2 -> a22o_1.

The critical path maximum fanout is 7. The vias after detailed routing is 1913. The worst hold path class is in2async. The antenna violation net count after detailed routing is 0. According to the report, the first pass of detailed routing completed in 4 iterations. Summing over the stages, the warning tally comes to 25.

The detailed-route wire length per cell is 11.9 um. Per the OpenROAD floorplan log, the area of the core is 8680 sq um. Among all flip-flop cells after synthesis, the most frequent one is sky130_fd_sc_hd__dfrtp_1.

In the final report, the number of hold violations comes to 0. The worst slew margin relative to its limit is 55.6%. The startpoint class of the critical path is a flop. The violation count after the first detailed-routing iteration is 67. The worst path uses 87.8% of the clock period. Entering global routing, the biggest net connects 55 pins. Looking at the critical path, the single cell with the biggest stage delay is sky130_fd_sc_hd__or4b_4. The number of H-tree branching levels is 2. The fmax is 495 MHz. The hold-fix buffer count after cts is 0.

Setup repair after global routing left no endpoint under its margin. The fraction of layout cells with a size suffix above 1 is 10.9%. The number of setup buffers added after CTS is 0.

For reference, the final report shows the max-slew violation count at 0. The cell type contributing the most total cell area after synthesis is sky130_fd_sc_hd__dfrtp_1. The critical path data arrival time is 2.22 ns.

The worst setup margin is 0.281 ns. The number of antenna violations at the first check in global routing is 0. The buffer type at the clock tree root is sky130_fd_sc_hd__clkbuf_8. The number of standard cells after synthesis is 256. The run finished with clean final reports. The yosys-reported design area after synthesis is 2670 sq um. The via count of the first global-routing pass is 1772. The cell resize tally after clock tree synthesis is 0. The global placer's final weighted congestion is 0.845.

The critical setup path kind is reg2reg. The synthesized design devotes to its leading area cell type 44.1% of total area. The vertical extent of the die is 96.3 um.

Per the post-run analysis, buffers plus inverters along the critical path come to 1. Per the synthesis report, the number of distinct cell types is 53. The kind of end point of the critical path is a flop. After layout, the design draws a total of 1.73 mW. The wire length of the first global-routing pass is 7970 um. In the Yosys report the total cell count is 256. Per the GRT congestion report, total overflow comes to 0. Clock skew on the completed layout was measured at 0.00743 ns. The initialized floorplan defines 34 standard-cell rows.

For reference, the top cells by area after synthesis are sky130_fd_sc_hd__dfrtp_1 44%, sky130_fd_sc_hd__dfstp_2 6.9%, sky130_fd_sc_hd__xor2_1 4.6%, sky130_fd_sc_hd__xnor2_1 3.6%, sky130_fd_sc_hd__nor2_1 3.4%. The number of remaining DRC errors is 0. The largest incremental delay on the critical path is 0.57 ns.

The number of diodes added for antenna fixing is 0. The number of flops mapped to enable cells by yosys is 0. The fraction of the core area occupied by cells at floorplan is 30.7%. TritonCTS built the clock tree. The width of the die is 96.3 um. The ratio of total power to cell area is 558 nW/um^2. The total wire length after detailed routing is 4560 um. In the CTS report, the clock slew at the register clock pins of the worst setup and hold paths is listed as 0.09 ns. The smallest clock period supported by the final layout is computed as 2.02 ns. The number of buffers added on ports is 23. A synthesized cell averages 10.4 sq um. CTS reports a maximum clock tree buffer depth of 2. The maximum ir drop on the vdd rail is 0.334 mV.

In the final timing run, aggregate negative setup slack is 0 ns. Per the cell usage report, the commonest logic cell in the layout is sky130_fd_sc_hd__dfrtp_1. The latest clock arrival within the worst-skew pair is 0.31 ns. The setup violation total in the final timing report is 0.
synthesized netlist by cell type (6+ instances only):
library cell and instances:
sky130_fd_sc_hd__a21oi_1 7, sky130_fd_sc_hd__and3_1 7, sky130_fd_sc_hd__clkbuf_1 12, sky130_fd_sc_hd__dfrtp_1 47
sky130_fd_sc_hd__dfstp_2 7, sky130_fd_sc_hd__nand2_1 23, sky130_fd_sc_hd__nand3_1 11, sky130_fd_sc_hd__nand4_1 10
sky130_fd_sc_hd__nor2_1 24, sky130_fd_sc_hd__o21ai_0 7, sky130_fd_sc_hd__o31ai_1 6, sky130_fd_sc_hd__xnor2_1 11
sky130_fd_sc_hd__xor2_1 14
worst paths after layout:
| check | endpoint | slack [ns] | depth (start not counted) | startpoint |
|---|---|---|---|---|
| min in group clk0 | U1.i[2] | 0.42 | 0 | U1.i[2] |
| max reg2reg | U3.C1[9] | 0.28 | 5 | U3.C1[13] |
| max | U3.C1[9] | 0.28 | 5 | U3.C1[13] |
| min | U1.rNumber[3] | 0.26 | 2 | RSTn |
| min reg2reg | U1.i[2] | 0.42 | 0 | U1.i[2] |
| max in group asynchronous | U1.C1[13] | 1.59 | 2 | RSTn |
registers in the layout, indices dropped and copies added (netlist names):
name,flops
U3.i,4
U1.i,4
U1.rNumber,4
U2.rSMG,7
U3.C1,16
U1.C1,16
U3.rScan,3
power by group:
group          switching [mW]  internal, mW
clock network           0.310         0.325
registers              0.0201         0.974
logic                  0.0377        0.0604
total                   0.368          1.36
logic make-up (layout without fill, tap and decap cells):
kind of cell / Yosys count / after routing / synth area share (%)
AOI/OAI and AO/OA: 40 / 40 / 10.6
xor gates and xnor gates: 25 / 25 / 8.22
adders and majority gates: 2 / 2 / 0.939
buffers and inverters: 16 / 36 / 2.68
DFF: 54 / 54 / 51.0
muxes: 7 / 7 / 2.86
other: 1 / 1 / 0.141
and+or+nand+nor: 111 / 111 / 23.6
stage by stage:
step,utilization (%),instances
after floorplan,-,256
after global placement,34.4,376
after detailed placement,34.4,376
after CTS,35.7,384
after global routing,35.7,384
final,35.7,384
per-layer routing:
metal	track usage (%)	wire, um
met3	2.41	135
met5	0	0
met1	16.6	2290
met4	1.24	53
met2	17.1	2080
cell type report:
type / count / area (sq um) / area share [%]
multi-input cells: 186 / 1230 / 39.9
clock inverters: 2 / 37.5 / 1.21
flip-flops and latches: 54 / 1360 / 44.0
well taps: 108 / 135 / 4.37
clock buffers: 6 / 72.6 / 2.35
inverters: 2 / 7.51 / 0.243
repair buffers: 26 / 248 / 8.01
Power and IR drop assume default switching activity.
